[/design/flow/config.mk]
export PLATFORM = sky130hd
export DESIGN_NAME = flow_led
export DESIGN_NICKNAME = flow_led
export VERILOG_FILES = /design/flow/design.v
export SDC_FILE = /design/flow/constraint.sdc
export NUM_CORES = 4
export LEC_CHECK = 1
export CORE_AREA = 10 10 96 96
export DIE_AREA = 0 0 106 106
[/design/flow/constraint.sdc]
current_design flow_led

set clk_period 3.5
set clk_io_pct 0.2

create_clock -name clk0 -period $clk_period [get_ports {sys_clk}]

set non_clock_inputs [all_inputs -no_clocks]
set_input_delay [expr $clk_period * $clk_io_pct] -clock clk0 $non_clock_inputs
set_output_delay [expr $clk_period * $clk_io_pct] -clock clk0 [all_outputs]
[/design/flow/design.v]
module flow_led(
		input sys_clk,		 
		input rst_n,
		output reg [3:0] led
);
reg [23:0] cnt;
always@(posedge sys_clk or negedge rst_n)
begin
	if(!rst_n)
		cnt <= 0;
	else if(cnt < 24'd1000_0000) 
		cnt <= cnt + 1'b1;
		else 
			cnt <= 24'd0;
end
always@(posedge sys_clk or negedge rst_n)
begin
	if(!rst_n)
		led <= 4'b0001;
	else if(cnt == 24'd1000_0000)
		led[3:0] <= {led[2:0],led[3]}; 
		else  
		led <= led;
end
endmodule
[/design/flow/run.sh]
#!/bin/bash
# OpenROAD 26Q1-2900-gdf79404cd8, Yosys 0.63+post, stock flow scripts
make -C /OpenROAD-flow-scripts/flow DESIGN_CONFIG=/design/flow/config.mk WORK_HOME=/design/flow/orfs finish
==> flow_summary.html <==
<h2>Implementation results</h2>
<table>
<tr><th>Metric</th><th>Value</th></tr>
<tr><th colspan="2">Yosys</th></tr>
<tr><td>Flops &amp; latches, synth</td><td>28</td></tr>
<tr><td>Yosys Chip Area</td><td>1470 um^2</td></tr>
<tr><td>Netlist area before placement</td><td>1470 um^2</td></tr>
<tr><td>Synth Area per Inst</td><td>9.55 um^2</td></tr>
<tr><td>Number of different library cells in the post-synthesis netlist</td><td>29</td></tr>
<tr><td># Cells Yosys</td><td>154</td></tr>
<tr><td>Seq/Total Area, Yosys</td><td>47.7%</td></tr>
<tr><td>Synth Warn #</td><td>1</td></tr>
<tr><td>Cell count after synthesis</td><td>154</td></tr>
<tr><th colspan="2">Clock network</th></tr>
<tr><td>CTS clk-pin slew, worst paths</td><td>0.09 ns</td></tr>
<tr><td>CTS sink cnt</td><td>28</td></tr>
<tr><td>Insertion delay at the late pin of the worst-skew pair</td><td>0.27 ns</td></tr>
<tr><td>Post-CTS Setup Repair Bufs</td><td>0</td></tr>
<tr><td>Number of buffers added to fix hold violations after cts</td><td>0</td></tr>
<tr><td>Count of H-tree levels built during CTS</td><td>1</td></tr>
<tr><td>Post-CTS Resized</td><td>0</td></tr>
<tr><td>Inserted Clock Buffers</td><td>3</td></tr>
<tr><td>Buffers from clock root to sink, at most</td><td>2</td></tr>
<tr><td>TritonCTS clock tree</td><td>built</td></tr>
<tr><td>Buffer cell driving the clock tree root</td><td>clkbuf_8</td></tr>
<tr><th colspan="2">Drt</th></tr>
<tr><td>Vias per std cell</td><td>4.42</td></tr>
<tr><td>Total via count after detailed routing</td><td>1,115</td></tr>
<tr><td>DR iter-0 viols</td><td>98</td></tr>
<tr><td>Post-route DRC violation count</td><td>0</td></tr>
<tr><td>Antenna Diode Count</td><td>0</td></tr>
<tr><td>Final routed wire length divided by cell count</td><td>11.2 um</td></tr>
<tr><td>Wirelength, routed</td><td>2820 um</td></tr>
<tr><td>Detail Route Antenna Nets</td><td>0</td></tr>
<tr><td>Count of TritonRoute iterations in the first routing pass</td><td>4</td></tr>
<tr><th colspan="2">Placed design</th></tr>
<tr><td>Post-DP HPWL</td><td>1920 um</td></tr>
<tr><td>Port Buf Inserts</td><td>5</td></tr>
<tr><td>Routability congestion estimate from global placement</td><td>0.827</td></tr>
<tr><td>Number of instances in the placed design</td><td>248</td></tr>
<tr><td>DP Area</td><td>1610 um^2</td></tr>
<tr><th colspan="2">Worst setup path</th></tr>
<tr><td>Sort of element at the end of the critical path</td><td>flip-flop</td></tr>
<tr><td>Max FO, Critical Path</td><td>17</td></tr>
<tr><td>Required time worst endpoint</td><td>3.66 ns</td></tr>
<tr><td>Class of the most critical setup path</td><td>flip-flop to flip-flop</td></tr>
<tr><td>Crit path launch type</td><td>flip-flop</td></tr>
<tr><td>CP Data Arrival Time</td><td>2.33 ns</td></tr>
<tr><th colspan="2">Final timing</th></tr>
<tr><td>Fin. max-slew vios</td><td>0</td></tr>
<tr><td>Worst Hold Margin</td><td>0.534 ns</td></tr>
<tr><td>Hold Fails Final Rpt</td><td>0</td></tr>
<tr><td>Total setup violations reported at the end of the flow</td><td>0</td></tr>
<tr><td>Maximum clock frequency</td><td>0.461 GHz</td></tr>
<tr><td>Post-Route Skew</td><td>0.00638 ns</td></tr>
<tr><td>Minimum clock period</td><td>2.17 ns</td></tr>
<tr><td>Crit share post-route</td><td>62.0%</td></tr>
<tr><td>Relative max-transition margin</td><td>59.8%</td></tr>
<tr><td>Setup repair after global routing missed its margin</td><td>no</td></tr>
<tr><td>Least-Margin Pin Slew</td><td>0.603 ns</td></tr>
<tr><td>Setup_tns</td><td>0 ns</td></tr>
<tr><th colspan="2">Floorplanning</th></tr>
<tr><td>Die area</td><td>11,200 um^2</td></tr>
<tr><td>Effective utilization at floorplan</td><td>20.4%</td></tr>
<tr><td>Overall die width</td><td>106 um</td></tr>
<tr><td>IO Count</td><td>6</td></tr>
<tr><td>Core ar.</td><td>7210 um^2</td></tr>
<tr><td>Total number of placement rows</td><td>31</td></tr>
<tr><td>Die Span Y</td><td>106 um</td></tr>
<tr><th colspan="2">Global route</th></tr>
<tr><td>Global route total overflow</td><td>0</td></tr>
<tr><td>Wire length of the first global-routing pass</td><td>5020 um</td></tr>
<tr><td>Number of antenna violations at the first check in global routing</td><td>0</td></tr>
<tr><td>GRT Resource Usage Total</td><td>5.20%</td></tr>
<tr><td>Vias in the first global route</td><td>1,014</td></tr>
<tr><td>Pin count of the biggest net entering global routing</td><td>29</td></tr>
<tr><th colspan="2">Job</th></tr>
<tr><td>Log Warnings</td><td>26</td></tr>
<tr><td>Count of maximum capacitance violations</td><td>0</td></tr>
<tr><th colspan="2">Power and ir drop</th></tr>
<tr><td>Power density relative to cell area</td><td>307 nW/um^2</td></tr>
<tr><td>Leakage component of the power</td><td>0.650 nW</td></tr>
<tr><td>Final Power</td><td>0.000509 W</td></tr>
<tr><td>Worst ir drop on vdd</td><td>0.000144 V</td></tr>
<tr><th colspan="2">Finish</th></tr>
<tr><td>Proportion of layout cells with a drive suffix above 1</td><td>7.84%</td></tr>
<tr><td>Area of all placed cells without fillers</td><td>1660 um^2</td></tr>
<tr><td>Area growth syn-to-layout</td><td>12.6%</td></tr>
<tr><td>Number of standard cells in the layout, taps in and fillers out</td><td>252</td></tr>
<tr><th colspan="2">Status</th></tr>
<tr><td>Run status</td><td>complete, no violations</td></tr>
<tr><th colspan="2">Hold path</th></tr>
<tr><td>Hold crit path type</td><td>flip-flop to flip-flop</td></tr>
</table>
## state kept, by name, summed over array words and instances, names as in the netlist
name and flops:
led 4, cnt 24
## worst paths after layout
check                      startpoint      end  slack (ns)  depth (start not counted)
min in group asynchronous       rst_n  cnt[17]        0.80                          2
max reg2reg                   cnt[13]   cnt[1]        1.33                          5
min                            cnt[0]   cnt[0]        0.53                          1
max                           cnt[13]   cnt[1]        1.33                          5
min reg2reg                    cnt[0]   cnt[0]        0.53                          1
max in group asynchronous       rst_n   led[0]        2.38                          2
## cell usage after synthesis
master | number | area share [%]
clkbuf_1 | 8 | 2.0
ha_1 | 2 | 1.7
a21oi_1 | 6 | 2.0
dfrtp_1 | 27 | 46
xnor2_1 | 11 | 6.6
and4_1 | 3 | 1.8
nor3_1 | 5 | 1.7
nor4_1 | 5 | 2.1
buf_2 | 2 | 0.68
nand3_1 | 5 | 1.7
nor2b_1 | 2 | 0.85
nand4_1 | 11 | 4.7
nand4_4 | 1 | 1.4
dfstp_2 | 1 | 1.8
nor2_1 | 18 | 4.6
o31ai_1 | 2 | 1.0
xor2_1 | 4 | 2.4
inv_1 | 6 | 1.5
or4_1 | 5 | 2.6
a211oi_1 | 1 | 0.51
clkbuf_2 | 1 | 0.34
mux2_2 | 4 | 3.1
a211o_1 | 1 | 0.60
buf_1 | 1 | 0.26
nand2_1 | 9 | 2.3
or3_1 | 5 | 2.1
nor4b_1 | 1 | 0.60
o21ai_0 | 6 | 2.0
a221oi_2 | 1 | 1.0
## layout make-up
| type | instances | area [um^2] |
|---|---|---|
| inverter | 6 | 22.5 |
| timing repair buffer | 7 | 65.1 |
| multi-input combinational | 108 | 697 |
| fill | 795 | 5560 |
| tap | 99 | 124 |
| clock buffer | 4 | 45.0 |
| sequential | 28 | 702 |
## worst max-delay path, stage by stage, from the launching register on
cell and delay [ns]:
dfrtp_1 0.48, nor4b_1 0.39, o21ai_0 0.18, a221oi_2 0.59, buf_4 0.33, nor2b_1 0.07
## cell families (layout without fill, tap and decap cells)
family	Yosys count	in the layout	synth area share [%]
flip-flops	28	28	47.7
XOR/XNOR	15	15	8.94
adder cells (fa/ha/maj)	2	2	1.70
AND-OR/OR-AND	17	17	7.23
multiplexers	4	4	3.06
buffers and inverters	18	17	4.85
AND/OR/NAND/NOR	70	70	26.5
## power breakdown
group | switching [W] | internal [W] | leakage, nW
combinational | 0.00000613 | 0.00000171 | 0.249
clock | 0.0000961 | 0.0000815 | 0.0228
sequential | 0 | 0.000323 | 0.378
total | 0.000102 | 0.000407 | 0.650
## routing by layer
metal	track usage, %	part of all wire (%)	wire length, um
met4	0.774	1.6	46
met5	0	0	0
met1	7.83	51	1430
met2	7.46	43	1220
met3	1.35	4.2	117
## metrics by stage
stage	setup WS (ns)	utilization, %
global placement	1.37	22.3
floorplan	1.57	-
detailed placement	1.36	22.3
finish	1.33	22.9
global route	1.07	22.9
CTS	1.34	22.9
## cells in the final DEF, fill, tap and decap left out
master,netlist,layout
a211o_1,1,1
a211oi_1,1,1
a21oi_1,6,6
a221oi_2,1,1
and4_1,3,3
buf_4,0,2
clkbuf_1,8,1
clkbuf_8,0,3
clkdlybuf4s50_1,0,5
dfrtp_1,27,27
dfstp_2,1,1
ha_1,2,2
inv_1,6,6
mux2_2,4,4
nand2_1,9,9
nand3_1,5,5
nand4_1,11,11
nand4_4,1,1
nor2_1,18,18
nor2b_1,2,2
nor3_1,5,5
nor4_1,5,5
nor4b_1,1,1
o21ai_0,6,6
o31ai_1,2,2
or3_1,5,5
or4_1,5,5
xnor2_1,11,11
xor2_1,4,4
Power and IR drop assume default switching activity.

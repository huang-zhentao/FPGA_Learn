==> flow/config.mk <==
export PLATFORM = sky130hd
export DESIGN_NAME = key_beep
export DESIGN_NICKNAME = key_beep
export VERILOG_FILES = /design/flow/design.v
export SDC_FILE = /design/flow/constraint.sdc
export NUM_CORES = 4
export LEC_CHECK = 1
export CORE_UTILIZATION = 40
==> flow/constraint.sdc <==
current_design key_beep

set clk_period 3.7
set clk_io_pct 0.2

create_clock -name clk0 -period $clk_period [get_ports {sys_clk}]

set non_clock_inputs [all_inputs -no_clocks]
set_input_delay [expr $clk_period * $clk_io_pct] -clock clk0 $non_clock_inputs
set_output_delay [expr $clk_period * $clk_io_pct] -clock clk0 [all_outputs]
==> flow/design.v <==
module beep_control(
		input 		sys_clk,
		input 		rst_n,
		input 		key_flag,
		input 		key_value,
		output reg 	beep
);
always@(posedge sys_clk or negedge rst_n)
begin
	if(!rst_n)
		beep <= 1'b1;			 
		else if(key_flag && (~key_value))	 
		beep <= ~beep;
end
endmodule 
module key_beep(
		input 		sys_clk,
		input 		rst_n,
		input 		key,
		output 		beep
);
wire key_value;
wire key_flag;
key_debounce u_key_debounce(
			.sys_clk			(sys_clk),
			.rst_n			(rst_n),
			.key				(key),
			.key_flag		(key_flag),
			.key_value		(key_value)
);
beep_control u_beep_control(
			 .sys_clk 			(sys_clk),
			 .rst_n 				(rst_n),
			 .key_value 		(key_value),
			 .key_flag 			(key_flag),
			 .beep 				(beep),
 );
endmodule
module key_debounce(
		input 		sys_clk,
		input 		rst_n,
		input 		key,		 
		output 		reg key_flag,	 
		output 		reg key_value	 
);
reg [31:0] delay_cnt;
reg 			key_reg;
always@(posedge sys_clk or negedge rst_n)
begin
	if(!rst_n)
		begin
			key_reg <= 1'b1;
			delay_cnt <= 32'b0;
		end
	else 
		begin
			key_reg <= key;						 
			if(key_reg != key)					 
				delay_cnt <= 32'd1000000;		 
			else if(key_reg == key)	
					begin
						if(delay_cnt >= 32'd0)			 
							delay_cnt = delay_cnt - 1'b1;
						else 
							delay_cnt <= delay_cnt;
					end
		end
end
always@(posedge sys_clk or negedge rst_n)
begin
		if(!rst_n)
			begin
				key_flag <= 1'b0;
				key_value <= 4'b1;				 
			end
		else if(delay_cnt == 32'd1)			 
						begin
							key_flag <= 1'b1;				 
							key_value <= key;				 
						end
					else
						begin
							key_flag <= 1'b0;
							key_value <= key_value;
						end
end
endmodule 
==> flow/run.sh <==
#!/bin/bash
# OpenROAD 26Q1-2900-gdf79404cd8, Yosys 0.63+post, stock flow scripts
make -C /OpenROAD-flow-scripts/flow DESIGN_CONFIG=/design/flow/config.mk WORK_HOME=/design/flow/orfs finish
==> impl_metrics.py <==
# Metrics from the implementation run
metrics = {
    "grt": {
        "grtUsageTotal": 0.172,
        "grt_use_met3": 0.0472,
        "grtUsageMet1": 0.258,
        "met2_usage": 0.265,
        "grt_max_degree": 37,
        "antenna_found_initial": 0,
        "grt.busiest_layer": "met2",
        "grt_pass1_vias": 1462,
        "overflow": 0,
        "grt_first_pass_wirelength_um": 6650,
    },
    "routing": {
        "drt_first_iter_violations": 65,
        "wl_per_cell_um": 15.6,
        "wl_um": 3780,
        "vias": 1507,
        "firstDrtPassIters": 4,
        "final_antenna_net_count": 0,
        "antennaDiodeCount": 0,
        "drc": 0,
        "via_per_inst": 6.20,
    },
    "synth": {
        "synth_area_um2": 1820,
        "yosysWarnings": 2,
        "ys_cells": 181,
        "netlist_instances": 181,
        "synthArstFlopShare": 1.00,
        "ys_chip_area_um2": 1820,
        "synth.largest_area_cell": "dfrtp_1",
        "synth-main-ff-cell": "dfrtp_1",
        "ys_seq_share": 0.498,
        "area_leaders": "dfrtp_1, a21oi_1, o31ai_1",
        "yosysTopAreaCellShare": 0.455,
        "edf_count": 0,
        "ys_types": 39,
        "synth_flops": 36,
        "avgSynthCellArea_um2": 10.0,
    },
    "cts": {
        "clock_latency_ns": 0.29,
        "root_buffer": "clkbuf_8",
        "ctsResizeCount": 0,
        "cts_htree_levels": 2,
        "clk_pin_slew_worst_paths_ns": 0.07,
        "cts_buffers": 5,
        "clk_path_buf_depth": 2,
        "clock-sinks": 36,
        "post_cts_buffers": 0,
        "cts_tree": "built",
        "ctsHoldBuffers": 0,
    },
    "floorplan": {
        "num_io_pins": 4,
        "fp.coreArea_um2": 4350,
        "die_y_um": 69.4,
        "fp_util": 0.417,
        "std_cell_rows": 24,
        "die_w_um": 69.4,
        "chipArea_um2": 4820,
    },
    "setup_path": {
        "path_buffers": 1,
        "cp_cell_sequence": "inv_1 > ha_1 > nor3b_1 > nand4_1 > or4_1 > a21oi_1",
        "start_kind": "flip-flop",
        "crit_type": "reg -> reg",
        "critPathTopFamily": "simple AND/OR/NAND/NOR gates",
        "cpPeakStageDelay_ns": 0.61,
        "path_max_fanout": 8,
        "r2r_start": "u_key_debounce.delay_cnt[0]",
        "reg2regPathDepth": 6,
        "endpoint_kind": "flip-flop",
        "crit_slowest_cell": "nor3b_1",
        "arrival_ns": 2.71,
        "rr_endpoint": "u_key_debounce.delay_cnt[30]",
        "required_ns": 3.91,
        "rrSetupSlack_ns": 1.20,
    },
    "final_timing": {
        "layout_setup_ws_ns": 1.20,
        "finalSetupViolations": 0,
        "max_freq_mhz": 400,
        "whs_ns": 0.490,
        "maxSlewViolCount": 0,
        "max_slew_margin": 0.509,
        "fin_crit_ns": 2.50,
        "fin_skew_ns": 0.00705,
        "fin_crit_sh": 0.676,
        "finalHoldViolCount": 0,
        "rsz0062_at_grt": "no",
        "tightest_slew_ns": 0.730,
        "timing.setup.tns_ns": 0,
    },
    "finish": {
        "fin_util": 0.469,
        "final_common_cell": "dfrtp_1",
        "regMostFlops": "u_key_debounce.delay_cnt",
        "final_cell_mix": "dfrtp_1, a21oi_1, nor2_1",
        "drive_above_1_share": 0.131,
        "areaGrowthSynthToFinish_pct": 12.4,
        "instances_no_fill": 243,
        "largest_register_ff_count": 32,
    },
    "flow_run": {
        "tool_warnings": 26,
        "cap_violations": 0,
    },
    "worst_hold_path": {
        "hold_path.class": "reg -> reg",
        "hold_start": "u_beep_control.beep",
        "min_to": "u_beep_control.beep",
        "hold_depth": 1,
    },
    "placement": {
        "place.gp.congestion": 0.838,
        "dp.cells": 235,
        "io_buffer_count": 3,
        "pre_cts_ws_ns": 1.23,
        "hpwl_um": 2570,
    },
    "pwr": {
        "ir_worst_vdd_v": 0.000381,
        "power.density_nw_per_um2": 493,
        "p_leak_nw": 0.780,
    },
    "status": {
        "status": "completed",
    },
}
power by group:
group          internal, W  switching (W)
clock             0.000238       0.000142
sequential        0.000424      0.0000439
combinational    0.0000651      0.0000940
synth_stat cells, types with 3 or more instances:
library cell and number:
o31ai_1 11, nand2b_1 3, a21oi_1 17, dfrtp_1 33, or4_1 11, dfstp_2 3
nand2_1 7, nand3_1 6, nand4_1 4, clkbuf_1 4, nor3_1 6, inv_1 4
or3_2 3, nor4_1 11, or3_1 4, nor2_1 13, o21ai_0 8, xnor2_1 9
layer usage:
metal	vias up	wire [um]	part of all wire
li1	717	-	-
met1	743	1820	0.48
met2	37	1730	0.46
met3	10	163	0.043
met4	0	69	0.018
met5	-	0	0
through the flow:
step / power [W] / cell area (um^2)
after global routing: 0.00106 / 2040
after floorplan: 0.000579 / 1820
final: 0.00101 / 2040
after CTS: 0.00102 / 2040
after detailed placement: 0.000633 / 1920
after global placement: 0.000625 / 1920
worst max path at each step:
stage,startpoint,endpoint,slack [ns],cells after the start
CTS,u_key_debounce.delay_cnt[0],u_key_debounce.delay_cnt[30],1.22,6
global route,u_key_debounce.delay_cnt[0],u_key_debounce.delay_cnt[30],0.97,6
finish,u_key_debounce.delay_cnt[0],u_key_debounce.delay_cnt[30],1.20,6
logic make-up after synthesis:
| logic type | Yosys count | synth area share |
|---|---|---|
| AND-OR/OR-AND | 42 | 0.141 |
| XOR/XNOR | 10 | 0.0482 |
| adder cells (fa/ha/maj) | 2 | 0.0138 |
| buffers and inverters | 9 | 0.0227 |
| flip-flops | 36 | 0.498 |
| multiplexers | 2 | 0.0117 |
| AND/OR/NAND/NOR | 80 | 0.264 |
worst register-to-register path: cells and delay by family, from the launching register on:
kind / cells / cell delay [ns]
AOI/OAI and AO/OA: 1 / 0.18
adders and majority gates: 1 / 0.19
buffers and inverters: 1 / 0.08
DFF: 1 / 0.43
and+or+nand+nor: 3 / 1.55
layout make-up:
cell class	instances	area, um^2
Multi-Input combinational cell	136	871
Tap cell	52	65.1
Fill cell	371	2310
Clock buffer	7	96.3
Clock inverter	1	30.0
Timing Repair Buffer	7	60.1
Sequential cell	36	905
Inverter	4	15.0
Power is estimated from default activity; no workload was simulated.

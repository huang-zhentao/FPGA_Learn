==> ./design.v <==
module key_board(
		input 				sys_clk,			 
		input 				rst_n,
		input 		[3:0] row,		 
		output reg 	[3:0] col,		 
		output reg 	[3:0] keyboard_val
);
reg [19:0] cnt;
always@(posedge sys_clk or negedge rst_n)
begin
	if(!rst_n)
		cnt <= 0;
	else 
		cnt <= cnt + 1'b1;
end
wire key_clk = cnt[19];			 
parameter NO_KEY_PRESSED = 6'b000_001;	 
parameter SCAN_COL0		 = 6'b000_010; 
parameter SCAN_COL1		 = 6'b000_100; 
parameter SCAN_COL2		 = 6'b001_000; 
parameter SCAN_COL3		 = 6'b010_000; 
parameter KEY_PRESSED	 = 6'b100_010; 
reg [5:0] current_state,next_state;	 
always@(posedge sys_clk or negedge rst_n)
begin
	if(!rst_n)
		current_state <= NO_KEY_PRESSED;
	else 
		current_state <= next_state;
end 
always@(*)
begin
	case(current_state)
		NO_KEY_PRESSED:
			begin
				if(row != 4'hf)
					next_state <= SCAN_COL0;
				else 
					next_state <= NO_KEY_PRESSED;
			end
		SCAN_COL0:
			begin
				if(row != 4'hf)
					next_state <= KEY_PRESSED;
				else 
					next_state <= SCAN_COL1;
			end
		SCAN_COL1:
			begin
				if(row != 4'hf)
					next_state <= KEY_PRESSED;
				else 
					next_state <= SCAN_COL2;
			end
		SCAN_COL2:
			begin
				if(row != 4'hf)
					next_state <= KEY_PRESSED;
				else 
					next_state <= SCAN_COL3;
			end
		SCAN_COL3:
			begin
				if(row != 4'hf) 
					next_state <= KEY_PRESSED;
				else	
					next_state <= NO_KEY_PRESSED;
			end
		KEY_PRESSED:
			begin
				if(row != 4'hf)
					next_state <= KEY_PRESSED;
				else
					next_state <= NO_KEY_PRESSED;
			end
	endcase
end
reg  			key_pressed_flag;		 
reg  [3:0]	col_value,row_value;	 
always@(posedge sys_clk or negedge rst_n)
begin
	if(!rst_n)
		begin
			col <= 4'h0;
			key_pressed_flag <= 0;
		end
	else 
		case(next_state)
			NO_KEY_PRESSED :                   
				begin
				  col              <= 4'h0;
				  key_pressed_flag <=    0;        
				end
			SCAN_COL0 :                        
			  col <= 4'b1110;
			SCAN_COL1 :                        
			  col <= 4'b1101;
			SCAN_COL2 :                        
			  col <= 4'b1011;
			SCAN_COL3 :                        
			  col <= 4'b0111;
			KEY_PRESSED :                      
				begin
				  col_value          <= col;         
				  row_value         <= row;         
				  key_pressed_flag <= 1;           
				end
    endcase
end
always @ (posedge key_clk, negedge rst_n)
  if (!rst_n)
    keyboard_val <= 4'h0;
  else
    if (key_pressed_flag)
      case ({col_value, row_value})
        8'b1110_1110 : keyboard_val <= 4'h0;
        8'b1110_1101 : keyboard_val <= 4'h4;
        8'b1110_1011 : keyboard_val <= 4'h8;
        8'b1110_0111 : keyboard_val <= 4'hC;
        8'b1101_1110 : keyboard_val <= 4'h1;
        8'b1101_1101 : keyboard_val <= 4'h5;
        8'b1101_1011 : keyboard_val <= 4'h9;
        8'b1101_0111 : keyboard_val <= 4'hD;
        8'b1011_1110 : keyboard_val <= 4'h2;
        8'b1011_1101 : keyboard_val <= 4'h6;
        8'b1011_1011 : keyboard_val <= 4'hA;
        8'b1011_0111 : keyboard_val <= 4'hE;
        8'b0111_1110 : keyboard_val <= 4'h3; 
        8'b0111_1101 : keyboard_val <= 4'h7;
        8'b0111_1011 : keyboard_val <= 4'hB;
        8'b0111_0111 : keyboard_val <= 4'hF;        
      endcase
endmodule 
==> ./run.sh <==
#!/bin/bash
# OpenROAD 26Q1-2900-gdf79404cd8, Yosys 0.63+post, stock flow scripts
make -C /OpenROAD-flow-scripts/flow DESIGN_CONFIG=/design/flow/config.mk WORK_HOME=/design/flow/orfs finish
==> ./config.mk <==
export PLATFORM = sky130hd
export DESIGN_NAME = key_board
export DESIGN_NICKNAME = key_board
export VERILOG_FILES = /design/flow/design.v
export SDC_FILE = /design/flow/constraint.sdc
export NUM_CORES = 4
export LEC_CHECK = 1
export CORE_UTILIZATION = 40
==> ./constraint.sdc <==
current_design key_board

set clk_period 3.7
set clk_io_pct 0.2

create_clock -name clk0 -period $clk_period [get_ports {sys_clk}]

set non_clock_inputs [all_inputs -no_clocks]
set_input_delay [expr $clk_period * $clk_io_pct] -clock clk0 $non_clock_inputs
set_output_delay [expr $clk_period * $clk_io_pct] -clock clk0 [all_outputs]
==> notes.md <==
Implementation numbers.

- The proportion of power drawn by combinational gates reads 0.037.
- STA classifies the critical path startpoint as a flop.
- The floorplan has 26 rows.
- RePlAce ended its routability-driven mode at a weighted congestion of 0.830.
- After synthesis, the share of cell area in mux cells is 0.0160.
- The cell sequence reported for the critical path is clkdlybuf4s50_1.
- The initial antenna violation count is 0.
- The via density per instance is 5.16.
- The simple logic cell fraction of the synthesized area is 0.171.
- The count of unclocked register or latch pins is 10.
- The number of top-level design ports reads 14.
- The mean routed wirelength per cell is 13.0 um.
- STA lists the maximum fanout along the critical path as 4.
- The net switching fraction of the power is 0.205.
- The data required time at the worst endpoint reads 2.96 ns.
- The total placed instance area reads 0.00231 mm^2.
- The post-synthesis xor/xnor area fraction reads 0.116.
- The height of the die is 74.7 um.
- The final design area excluding fillers is 0.00239 mm^2.
- In the final timing run, aggregate negative setup slack is 0 ns.
- After detailed routing, the number of remaining DRC violations is 0.
- The maximum clock path buffer count reads 2.
- In this run, the synthesized area fraction spent on AND-OR/OR-AND gates is recorded as 0.0947.
- The run reported a max-capacitance violation count of 0.
- The fraction of post-synthesis cell area in the top cell type by area is 0.402.
- The number of antenna diodes is 0.
- The first global-routing pass estimated 6.11 mm of wire.
- The main area contributors are dfrtp_1 (40%), edfxtp_1 (11%), xnor2_1 (7.5%), dlxtn_1 (4.3%), xor2_1 (4.1%).
- The final tally of setup violations is 0.
- Entering global routing, the biggest net connects 36 pins.
- The share of total power in the clock network reads 0.358.
- In this run the power density over the cells is 309 mW/mm^2.
- The final antenna-violating net count reads 0.
- The slew at the pin closest to its max-slew limit reads 0.440 ns.
- The count of instantiated cells in the yosys netlist reads 186.
- The synthesized design contains 8 enable-type register cells.
- The largest single stage delay on the critical path is 0.48 ns.
- The yosys stat chip area is 0.00211 mm^2.
- The later pin in the worst-skew pair is clocked with a latency of 0.28 ns.
- The warning tally printed by Yosys for this design is 1.
- The total half-perimeter wirelength after legalization and detailed placement reads 2.61 mm.
- The TritonCTS buffer count is 5.
- The most used flip-flop cell is dfrtp_1.
- The cell with the largest stage delay on the worst path reads clkdlybuf4s50_1.
- The total number of vias reads 1414.
- The leakage dissipation reads 0.988 nW.
- Counting I/O delays and the setup requirement, the final critical path takes 1.89 ns.
- The most used standard cell by instance count after synthesis reads dfrtp_1.
- The signed area change from the synthesized netlist to the final layout reads 13.0%.
- The worst path arrival time reads 1.15 ns.
- The final hold violation count is 0.
- The number of distinct library cells after synthesis is 46.
- The share of final-layout standard cells stronger than drive strength 1 reads 0.0735.
- Detailed-route iteration 0 reported a violation count of 82.
- The registers of the reported paths see a clock transition of 0.07 ns.
- The level count of the clock H-tree reads 2.
- The type of the worst setup path reads reg -> out.
- The post-synthesis async set-or-reset flop share is 0.714.
- The pre-placement core utilization is 0.414.
- The worst setup path is captured at a primary output.
- The largest combinational cell category by area reads simple AND/OR/NAND/NOR gates.
- The horizontal die size is 74.7 um.
- The length of the first detailed-routing pass in iterations reads 4.
- Looking at the clock tree report, the root buffer type is clkbuf_8.
- The maximum vdd drop is 134 uV.
- In the global route stage, overall resource usage came out at 0.147.
- The post-route clock period utilization reads 0.512.
- The count of tool warnings reads 25.
- The via count of the first global-routing pass reads 1385.
- The run finished with clean final reports.
- In this run, post-CTS repair resized a total of 0 instances.
- The count of filler cells inserted in the layout is 460.
- The worst pin sits at a relative slew slack of 0.706.
- In this run the full chip footprint comes out at 0.00558 mm^2.
- As logged by OpenROAD, the buffers inserted on ports number 13.
- The cell count after synthesis reads 186.
- According to the hold report, the worst path is of the reg -> reg type.
- The detailed router reported a total wirelength of 3.55 mm.
- The CTS tree is yes.
- The sum of buffers and inverters on the critical path is 1.
- The number of max-slew violations in the final report is 0.
- The adder-cell area share of the yosys netlist is 0.00592.
- The post-CTS setup-driven buffer insertion count is 0.
- The timing-limited maximum frequency is 528 MHz.
- The end-of-flow core utilization is 0.468.
- The post-synthesis sequential element count is 49.
- The cell type with the largest total area reads dfrtp_1.
- The net switching power figure reads 151 uW.
- The hold buffer count at CTS is 0.
- The worst clock skew on the final layout is 0.00490 ns.
- The internal power contribution is 587 uW.
- Setup repair after global routing left no endpoint under its margin.
- The total overflow left after global routing is 0.
- Of the total power, registers draw 0.604.
- The placeable core region reads 0.00511 mm^2.
- The mapped cell area reads 0.00211 mm^2.
- 20 endpoints have no timing constraint.
- On the critical path the largest part of the delay comes from buffers and inverters.
- Sorting the synthesized cells by how often they occur yields dfrtp_1 (34), xnor2_1 (18), nand2_1 (14).
- The post-synthesis average cell area is 11.4 um^2.
placed cells by master (no fill, tap or decap), types with 2 or more instances in the layout:
master,instances
clkbuf_8,5
o21ai_1,5
o211ai_1,3
nand4b_1,2
and3_1,4
inv_1,4
dlxtn_1,6
or2_1,2
and4_1,3
nor3_1,6
xor2_1,10
a31oi_1,2
nor2_1,11
mux2_1,2
o21ai_0,3
clkbuf_1,2
dfrtp_1,34
edfxtp_1,8
o22ai_1,2
xnor2_1,18
nor4b_1,2
nand4_1,6
clkdlybuf4s50_1,13
a21oi_1,4
buf_4,2
nor4_1,2
o21ai_2,2
nand2_1,14
nand3_1,9
per-stage QoR:
step           instances  hold slack [ns]  setup WS (ns)  power [mW]
6_report             274            0.463           1.81       0.738
4_1_cts              274            0.469           1.79       0.743
3_5_place_dp         266            0.458           1.79       0.483
5_1_grt              274            0.492           1.73       0.766
2_1_floorplan        186            0.422           1.90       0.465
3_3_place_gp         266            0.452           1.79       0.481
state kept, by name, indices dropped and copies added, names as in the netlist:
register          flops
cnt                  20
col                   4
col_value             4
current_state         6
key_pressed_flag      1
keyboard_val          4
next_state            6
row_value             4
layer usage:
metal,wire (um),GRT usage
met1,1670,0.226
met2,1690,0.226
met3,165,0.0407
met4,31,0.0210
met5,0,0
cell type report:
type | instances | area (um^2) | area share
Sequential cell | 49 | 1210 | 0.505
Multi-Input combinational cell | 128 | 853 | 0.357
Timing Repair Buffer | 15 | 145 | 0.0607
Tap cell | 70 | 87.6 | 0.0366
Clock buffer | 7 | 76.3 | 0.0319
Inverter | 4 | 15.0 | 0.00628
Clock inverter | 1 | 5.00 | 0.00209
path summary, 6_finish.rpt:
| path | from | end | slack (ns) | cells after the start |
|---|---|---|---|---|
| max in group asynchronous | rst_n | current_state[0] | 2.43 | 2 |
| hold reg to reg | cnt[14] | cnt[14] | 0.46 | 1 |
| setup reg to reg | cnt[0] | cnt[12] | 1.88 | 6 |
| setup / recovery | col[1] | col[1] | 1.81 | 1 |
| min in group asynchronous | rst_n | col[0] | 0.93 | 2 |
| hold / removal | cnt[14] | cnt[14] | 0.46 | 1 |
logic make-up after synthesis:
| group | count (synthesis) |
|---|---|
| simple gates | 67 |
| flops | 43 |
| compound gates | 29 |
| xor+xnor | 28 |
| buf+inv | 9 |
| latches | 6 |
| mux | 3 |
| fa+ha+maj | 1 |
power groups by stage:
stage	Combinational [mW]	Clock (mW)	Sequential, mW
after global routing	0.0318	0.288	0.446
after CTS	0.0285	0.268	0.446
final	0.0275	0.264	0.446
No activity file was given, so power comes from the tool's default toggle rates.
